## flow/design.v

```verilog
module adder_6b(s,c,a,b);                    
input [5:0]a,b;                              
output [5:0]s;                               
output c;
wire c1,c2,c3,c4,c5;
half_adder HA_1(s[0],c1,a[0],b[0]);
full_adder FA_1(s[1],c2,a[1],b[1],c1);
full_adder FA_2(s[2],c3,a[2],b[2],c2);
full_adder FA_3(s[3],c4,a[3],b[3],c3);
full_adder FA_4(s[4],c5,a[4],b[4],c4);
full_adder FA_5(s[5],c,a[5],b[5],c5);
endmodule
module half_adder(s,c,i1,i2);                
input i1,i2;
output s,c;
xor(s,i1,i2);
and(c,i1,i2);
endmodule
module full_adder(s,c,i1,i2,cin);            
input i1,i2,cin;
output s,c;
wire s1,c1,c2;
half_adder HF_1(s1,c1,i1,i2);
half_adder HF_2(s,c2,s1,cin);
or(c,c1,c2);
endmodule
module adder_4b(s,c,i1,i2);                      
input [3:0]i1,i2;
output [3:0]s;
output c;
wire c1,c2,c3;
half_adder half_adder_1(s[0],c1,i1[0],i2[0]);
full_adder full_adder_1(s[1],c2,i1[1],i2[1],c1);
full_adder full_adder_2(s[2],c3,i1[2],i2[2],c2);
full_adder full_adder_3(s[3],c,i1[3],i2[3],c3);
endmodule
module full_adder_4b(s,c,i1,i2,cin);         
input [3:0]i1,i2;
input cin;
output [3:0]s;
output c;
wire c1,c2,c3;
full_adder full_adder_1(s[0],c1,i1[0],i2[0],cin);
full_adder full_adder_2(s[1],c2,i1[1],i2[1],c1);
full_adder full_adder_3(s[2],c3,i1[2],i2[2],c2);
full_adder full_adder_4(s[3],c,i1[3],i2[3],c3);
endmodule
module adder_16b(s,c,i1,i2);                 
input [15:0]i1,i2;
output [15:0]s;
output c;
wire c1,c2,c3;
adder_4b adder_4b_1(s[3:0],c1,i1[3:0],i2[3:0]);
full_adder_4b full_adder_4b_1(s[7:4],c2,i1[7:4],i2[7:4],c1);
full_adder_4b full_adder_4b_2(s[11:8],c3,i1[11:8],i2[11:8],c2);
full_adder_4b full_adder_4b_3(s[15:12],c,i1[15:12],i2[15:12],c3);
endmodule
module adder_32b(s,i1,i2);                   
input [31:0]i1,i2;
output [31:0]s;
wire c;
wire c1,c2,c3,c4,c5,c6,c7;
adder_4b adder_4b_1(s[3:0],c1,i1[3:0],i2[3:0]);
full_adder_4b full_adder_4b_1(s[7:4],c2,i1[7:4],i2[7:4],c1);
full_adder_4b full_adder_4b_2(s[11:8],c3,i1[11:8],i2[11:8],c2);
full_adder_4b full_adder_4b_3(s[15:12],c4,i1[15:12],i2[15:12],c3);
full_adder_4b full_adder_4b_4(s[19:16],c5,i1[19:16],i2[19:16],c4);
full_adder_4b full_adder_4b_5(s[23:20],c6,i1[23:20],i2[23:20],c5);
full_adder_4b full_adder_4b_6(s[27:24],c7,i1[27:24],i2[27:24],c6);
full_adder_4b full_adder_4b_7(s[31:28],c,i1[31:28],i2[31:28],c7);
endmodule
```

## flow/run.sh

```bash
#!/bin/bash
# OpenROAD 26Q1-2900-gdf79404cd8, Yosys 0.63+post, stock flow scripts
make -C /OpenROAD-flow-scripts/flow DESIGN_CONFIG=/design/flow/config.mk WORK_HOME=/design/flow/orfs finish
```

## flow/config.mk

```make
export PLATFORM = sky130hd
export DESIGN_NAME = adder_16b
export DESIGN_NICKNAME = adder_16b
export VERILOG_FILES = /design/flow/design.v
export SDC_FILE = /design/flow/constraint.sdc
export NUM_CORES = 4
export LEC_CHECK = 1
export CORE_AREA = 10 10 70 70
export DIE_AREA = 0 0 80 80
```

## flow/constraint.sdc

```tcl
current_design adder_16b

set clk_period 11.4
set clk_io_pct 0.2

create_clock -name clk0 -period $clk_period

set non_clock_inputs [all_inputs -no_clocks]
set_input_delay [expr $clk_period * $clk_io_pct] -clock clk0 $non_clock_inputs
set_output_delay [expr $clk_period * $clk_io_pct] -clock clk0 [all_outputs]
```

==> results.py <==
# Physical implementation metrics
metrics = {
    "finish": {
        "area_delta_synth_final_pct": 99.7,
        "fin_util_pct": 26.4,
        "layout_top_cell": "clkdlybuf4s50_1",
        "drive_gt1_share_pct": 12.9,
        "flop_area_um2": 0,
        "seq_cell_count": 0,
        "layout_top_cells": "clkdlybuf4s50_1 (49), fa_2 (9), fa_1 (6), inv_1 (5), ha_1 (1)",
        "nClkBuffers": 0,
    },
    "setup_path": {
        "crit_fanout": 1,
        "cpMaxStageDelayCell": "clkdlybuf4s50_1",
        "critical_path_cell_count": 20,
        "crit_arrival_ns": 8.90,
        "endpoint_kind": "primary output",
        "critPathBufInv": 4,
        "worst_path_most_repeated_cell": "fa_2",
        "crit_end": "s[15]",
        "crit_path_start_kind": "input pin",
        "crit_chain": "clkdlybuf4s50_1, ha_1, fa_2, fa_2, fa_2, fa_1, fa_1, fa_1, fa_1, fa_2, fa_2, fa_2, fa_2, fa_2, fa_2, fa_1, inv_1, fa_1, inv_1, clkdlybuf4s50_1",
        "cp_top_family": "adder cells",
        "critical_path.startpoint": "i1[0]",
        "required_ns": 9.12,
        "path_class": "in2out",
        "slowest_delay_ns": 0.46,
    },
    "final_timing": {
        "slew_headroom_pct": 91.8,
        "hold_violations": 0,
        "slew_viol_final": 0,
        "timing.hold.ws_ns": 5.60,
        "fin_crit_sh_pct": 98.0,
        "fmax_ghz": 0.0895,
        "min_period_ns": 11.18,
        "finalSetupViolations": 0,
        "worst_slew_pin_slew_ns": 0.123,
        "grt_setup_unrepaired": "no",
        "layout_setup_ws_ns": 0.223,
    },
    "global_route": {
        "grtUsageTotal_pct": 4.57,
        "grt_max_degree": 2,
        "antenna_found_initial": 0,
        "first_global_vias": 445,
        "grt_pass1_wl_um": 2260,
        "grt_overflow": 0,
    },
    "cts": {
        "hold_buffers": 0,
        "postCtsSetupBuffers": 0,
    },
    "min_path": {
        "min_path_cells": 3,
        "hold_class": "in2out",
    },
    "yosys": {
        "syn_area_per_cell_um2": 12.2,
        "ys_cells": 37,
        "synth_cell_types": 4,
        "synth_area_um2": 452,
        "postSynthSeqShare_pct": 0,
        "netlist_instances": 37,
        "yosysChipArea_um2": 452,
        "ys_warn_count": 0,
    },
    "detailed_routing": {
        "viasPerCell": 3.20,
        "drtAntennaViolNets": 0,
        "wl_per_cell_um": 12.9,
        "drc": 0,
        "drt_first_pass_iters": 2,
        "routed_wl_um": 1500,
        "num_antenna_cells": 0,
        "drt-initial-drc-count": 3,
        "vias": 371,
    },
    "place": {
        "dp_slack_ns": -0.220,
        "portBuffers": 49,
        "place.gp.congestion": 0.843,
    },
    "outcome": {
        "outcome": "finished, final reports clean",
    },
    "floorplanning": {
        "die_w_um": 80,
        "die_area_um2": 6400,
        "coreArea_um2": 3420,
        "ios": 49,
        "fp-row-count": 21,
        "die_height_um": 80,
        "fp-utilization_pct": 13.2,
    },
    "job": {
        "cap_violations": 0,
        "warning_count": 32,
    },
    "pwr": {
        "powerDensity_nw_per_um2": 51.5,
        "peakVddDrop_v": 0.0000177,
        "p_leak_nw": 0.329,
        "finalPower_uw": 46.5,
    },
}
-- worst min-delay path, cell delays in order --
cell	delay, ns
clkdlybuf4s50_1	0.46
ha_1	0.11
clkdlybuf4s50_1	0.47
-- per-layer routing --
metal | GRT usage, % | routed length, µm | vias to the layer above
met2 | 5.78 | 449 | 51
li1 | - | - | 157
met1 | 5.04 | 512 | 163
met4 | 0 | 0 | 0
met3 | 5.68 | 533 | 0
met5 | 0 | 0 | -
-- power breakdown --
part           leakage (nW)  switching, mW  internal, mW
clock                     0              0             0
sequential                0              0             0
combinational         0.329         0.0121        0.0344
total                 0.329         0.0121        0.0344
-- how the worst min path moves through the flow --
stage     startpoint    to  slack (ns)
4_1_cts        i2[0]  s[0]        5.60
5_1_grt        i2[0]  s[0]        5.64
6_report       i2[0]  s[0]        5.60
-- timing repair --
action                     4_1_cts  5_1_grt
gates resized                    6        3
hold endpoints to repair         0        0
pin swaps                        0        0
setup endpoints to repair        1        1
-- area by class of cell --
class              count  area, µm²
fillers              361       2510
repair buffers        49        490
multi-input cells     16        335
well taps             46       57.6
inverters              5       18.8
-- metrics by stage --
step                      instance area (µm²)  setup TNS [ns]  cells
final                                     902               0    116
after global routing                      902               0    116
after CTS                                 895               0    116
after detailed placement                  880          -0.220    116
after global placement                    880          -0.187    116
after floorplan                           452               0     37
-- cell families after synthesis --
family	count (synthesis)	synth area share, %
buffers and inverters	21	30.7
adder cells (fa/ha/maj)	16	69.3
-- synthesized netlist by cell type, drive strengths merged --
cell type	number	area share, %
inv	5	4.2
ha	1	2.8
buf	16	27
fa	15	66
Power figures rest on the tool's default switching activity, not on a simulated workload.
