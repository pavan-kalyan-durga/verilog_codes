--- design/flow/design.v ---
module alu(a,b,command,en,out);
input [7:0] a,b;
input [3:0] command;
input en;
output  [15:0] out;
reg [15:0] out;
parameter
		 ADD  = 4'b0000,
		 INC = 4'b0001,
		 SUB  = 4'b0010, 
		 DEC  = 4'b0011, 
		 MUL  = 4'b0100, 
		 DIV  = 4'b0101, 
		 SHL  = 4'b0110,
		 SHR  = 4'b0111, 
		 AND  = 4'b1000, 
	         OR   = 4'b1001, 
		 INV  = 4'b1010,
		 NAND = 4'b1011,
		 NOR = 4'b1100,
		 XOR  = 4'b1101,
		 XNOR = 4'b1110,
		 BUF  = 4'b1111; 
always@(*)
begin
case(command)
		 ADD  : out=a+b;
		 INC : out=a+1;
		 SUB : out=a-b;
		 DEC : out=a-1;
		 MUL: out=a*b;
		 DIV: out=a/b;
		 SHL: out=a>>2;
		 SHR : out=a<<2;
		 AND : out=a&&b;
	     OR  : out=a||b;
		 INV: out=~a;
		 NAND: out= ~(a&b);
		 NOR : out = ~(a|b);
		 XOR: out = a^b;
		 XNOR:out = ~(a^b);
		 BUF :out =a;
		 default out=16'h0000;
		 endcase
		 out = (en) ? out : 16'hzzzz;
		 end
		 endmodule
--- design/flow/run.sh ---
#!/bin/bash
# OpenROAD 26Q1-2900-gdf79404cd8, Yosys 0.63+post, stock flow scripts
make -C /OpenROAD-flow-scripts/flow DESIGN_CONFIG=/design/flow/config.mk WORK_HOME=/design/flow/orfs finish
--- design/flow/config.mk ---
export PLATFORM = sky130hd
export DESIGN_NAME = alu
export DESIGN_NICKNAME = alu
export VERILOG_FILES = /design/flow/design.v
export SDC_FILE = /design/flow/constraint.sdc
export NUM_CORES = 4
export LEC_CHECK = 1
export CORE_UTILIZATION = 50
--- design/flow/constraint.sdc ---
current_design alu

set clk_period 19.4
set clk_io_pct 0.2

create_clock -name clk0 -period $clk_period

set non_clock_inputs [all_inputs -no_clocks]
set_input_delay [expr $clk_period * $clk_io_pct] -clock clk0 $non_clock_inputs
set_output_delay [expr $clk_period * $clk_io_pct] -clock clk0 [all_outputs]
==> Slide: Implementation Results <==
Physical Implementation Snapshot

Status
  – Status: complete, but fails checks
  – Violated checks: negative setup slack

Layout
  – Clock Buffer Count: 0
  – Combinational gate area: 9550 sq um
  – Registers: 0
  – Layout fillers: 1259
  – Post-Route Utilization: 77.5%
  – Most common logic cells in the final layout: buf_4, ha_1, nor2_1, inv_1, nand2_1
  – Flop area: 0 sq um
  – Area delta synth->final: 50.9%
  – Most frequent logic cell in the layout: buf_4
  – Final instance area: 14000 sq um
  – Share of post-route cells with drive strength above 1: 36.5%

Drt
  – Routed wire per std cell: 17.1 microns
  – M1 WL: 15500 microns
  – Final wirelength: 33400 microns
  – Via count: 11.3k
  – ANT nets after route: 0
  – # diodes: 0
  – Drt drc: 0
  – Vias per cell: 5.80
  – DR pass1 iterations: 6
  – Met2 wire len: 13900 microns
  – Top sig layer: met4
  – Routed met3 length: 3130 microns
  – DR iter-0 viols: about 810

Job
  – Count of tool warnings: 58
  – Max Cap Viol: 0

Critical path
  – Top delay family on crit path: AND-OR/OR-AND gates
  – Crit path max fanout: 6
  – Critical Path Start: b[0]
  – Slowest-stage cell, CP: clkdlybuf4s50_1
  – WP depth: 128
  – CP bufs+invs: 7
  – Critical Path RT: 15.52 ns
  – Worst Path Arrival: about 27 ns
  – Nature of the critical path startpoint: input pin
  – Endpoint type of the worst setup path: output port
  – Crit path largest cell delay: 0.42 ns
  – Worst setup path category: input pin to output port
  – Crit-path most repeated cell: o21a_1
  – Critical Path End: out[0]

Die
  – Die height: 138 microns
  – Die W: around 140 microns
  – Core area: 18000 sq um
  – Total die area: 19100 sq um
  – FP Rows: 49
  – IO Pins: 37
  – Initial Util: approximately half

Pwr
  – PwrDens: 239 nW/um^2
  – P_leak: 6.89 nW
  – Maximum vdd drop: 985 uV

Place
  – RD Place Congestion: between 1 and 1.5
  – I/O Buffers: 36
  – Detail Placement HPWL: 24600 microns
  – Setup WS pre-CTS: -12.52 ns
  – Placed inst area: 12800 sq um

GRT
  – First-pass GRT wire length: approximately 54000 microns
  – Overflow left after global routing: 0
  – Initial antenna violation count: 0
  – Number of global-route vias before repair: about 11k
  – Gr usage total: 35.4%
  – Largest net degree at the start of global routing: between 40 and 50

Synthesis
  – Ys cells: 1272
  – YS warnings: 2
  – Netlist cell types: about 91
  – Syn Std Cell Area: 9250 sq um
  – Post-Syn Instances: around 1.3k
  – Syn avg cell area: 7.27 sq um
  – Yosys chip area: 9250 sq um
  – Sequential share of the synthesized area: 0%

Timing
  – Max Clk Rate: 32.2 MHz
  – Worst-Margin Slew: 0.977 ns
  – Relative slew slack: 34.6%
  – Final period util: 160%
  – Fin. Hold Viols: 0
  – Final Max-Slew Violation Tally: 0
  – RSZ-0062 raised after global routing: yes
  – Setup ws final: -11.69 ns
  – Post-route minimum period: 31.09 ns
  – Setup Viol. Count Final: 6

Worst hold path
  – HP Class: input pin to output port
-- cells in the mapped netlist, types with 14 or more instances --
cell type	instances	share of area [%]
xor2_1	24	2.3
mux2_2	21	2.6
nand2b_1	21	1.4
fa_1	38	8.2
nor2_1	141	5.7
o31ai_1	18	1.5
o21ai_0	69	3.7
a21o_1	31	2.5
a21oi_1	104	5.6
nand2_1	92	3.7
nor2b_1	14	0.95
xnor2_1	46	4.4
nand3_1	19	1.0
nor3_1	49	2.7
clkbuf_1	31	1.3
inv_1	93	3.8
or3_1	15	1.0
o21a_1	43	3.5
ha_1	173	23
-- metal layers --
layer,vias to the layer above,track usage (%)
met5,-,0
met1,5234,52.3
li1,5583,-
met4,0,7.00
met3,65,8.54
met2,432,53.1
-- cell type report --
class | count | area share [%]
inverters | 97 | 2.69
multi-input cells | 1142 | 68.4
well taps | 229 | 2.05
repair buffers | 483 | 26.9
-- stage by stage --
stage                     hold slack (ns)  total power, mW  std cells  TNS [ns]
after floorplan                      8.00             1.87       1279    -44.66
after global placement               9.14             2.88       1854    -43.69
after detailed placement             9.12             2.90       1854    -46.24
after CTS                            8.57             3.17       1931    -37.94
after global routing                 8.64             3.65       1951    -45.60
final                                8.57             3.33       1951    -39.68
-- where the power goes --
group / switching, mW / total (mW) / leakage (nW) / internal, mW
registers: 0 / 0 / 0 / 0
clock network: 0 / 0 / 0 / 0
logic: 1.48 / 3.33 / 6.89 / 1.85
total: 1.48 / 3.33 / 6.89 / 1.85
-- timing repair --
item                                    CTS  global route
gates cloned                              0             0
endpoints found under the setup margin    7             7
buffers inserted                         77            23
resized                                  89            48
hold buffers                              0             0
pin swaps                                56            23
-- logic make-up (layout without fill, tap and decap cells) --
group           count (synthesis)  in the layout  share of synthesized area [%]
compound gates                404            404                           29.6
other cells                     1              8                         0.0405
fa+ha+maj                     213            213                           31.8
mux                            39             39                           4.81
buf+inv                       137            580                           5.83
xor+xnor                       71             71                           6.80
simple gates                  407            407                           21.0
-- worst min-delay path by stage --
| stage | cells past startpoint | start | slack [ns] | endpoint |
|---|---|---|---|---|
| CTS | 6 | b[1] | 8.57 | out[1] |
| global route | 6 | b[1] | 8.64 | out[1] |
| finish | 6 | b[1] | 8.57 | out[1] |
Power and IR drop assume default switching activity.
